[design/flow/config.mk]
export PLATFORM = sky130hd
export DESIGN_NAME = pc_adder
export DESIGN_NICKNAME = pc_adder
export VERILOG_FILES = /design/flow/design.v
export SDC_FILE = /design/flow/constraint.sdc
export NUM_CORES = 4
export LEC_CHECK = 1
export CORE_AREA = 10 10 105 105
export DIE_AREA = 0 0 115 115
export SYNTH_HDL_FRONTEND = slang
[design/flow/constraint.sdc]
current_design pc_adder

set clk_period 21.0
set clk_io_pct 0.2

create_clock -name clk0 -period $clk_period

set non_clock_inputs [all_inputs -no_clocks]
set_input_delay [expr $clk_period * $clk_io_pct] -clock clk0 $non_clock_inputs
set_output_delay [expr $clk_period * $clk_io_pct] -clock clk0 [all_outputs]
[design/flow/design.v]
`timescale 1ns / 1ps
module pc_adder(address,new_address);
input logic [63:0]address;
output logic [63:0]new_address;
assign new_address=address+64'd4;
endmodule
[design/flow/run.sh]
#!/bin/bash
# OpenROAD 26Q1-2900-gdf79404cd8, Yosys 0.63+post, stock flow scripts
make -C /OpenROAD-flow-scripts/flow DESIGN_CONFIG=/design/flow/config.mk WORK_HOME=/design/flow/orfs finish
==> deck_impl_summary.md <==
Implementation Results

Final layout
  • Area Overhead vs Synth: 98.63%
  • Layout cells sized above 1: 2.769%
  • Fill count: 942
  • Flop count: 0
  • Logic area: 1305 um^2
  • Flop area: 0 um^2
  • CLK BUF: 0

Worst hold path
  • Worst Hold Depth: 0
  • Worst Hold Launch: address[0]
  • Min-delay worst type: in -> out
  • Hold endpoint: new_address[0]

Logic synthesis
  • Synth unique cells: 24
  • Gate Count Post-Synth: approximately 200
  • Post-synthesis sequential area ratio: 0%
  • Yosys Warn Count: 0
  • Yosys Chip Area: around 1400 um^2
  • # Cells Yosys: 205
  • Avg Inst Size Synth: around 6.7 um^2
  • Syn Std Cell Area: 1365 um^2

Final timing
  • Fmax: 90.41 MHz
  • Slew Viols, Final: 0
  • Final hold violation count: 0
  • Final period util: between 50% and 60%
  • Post-layout minimum cycle time: 11.06 ns
  • RSZ-0062 raised after global routing: no
  • Relative slew margins: 68.12%
  • Final worst slack: 9.939 ns
  • # setup viols final: 0
  • Post-Route Setup TNS: 0 ns
  • Worst-margin pin slew: 0.4746 ns

Power
  • Leakage: 0.9425 nW
  • Maximum VDD drop: 6.632 uV
  • Total power: between 30 and 40 uW
  • PD cells: 14.21 nW/um^2

Route
  • DRC: 0
  • DRT Pass-1 Iters: 4
  • ANT cells: 0
  • Via count: 1,890
  • Detail Route Antenna Nets: 0
  • Vias/cell: 4.365
  • DR WL/cell: ~15 um
  • Detailed Route WL: approximately 6600 um
  • Iter 0 DRT Violations: 64

Global route
  • Global-route usage over all layers: 9.413%
  • Initial antenna violation count: 0
  • First-pass GRT wire length: 10,360 um
  • Largest net degree at the start of global routing: 10
  • Vias in the first global route: a little over 2,000
  • Grt ovf: 0

Die
  • Die height: between 100 and 150 um
  • Fp_density: 15.58%
  • I/O pin cnt: about 130
  • Die width: 115 um
  • Die Area: 13,230 um^2
  • Area of the core: a little under 9000 um^2
  • Num rows: 34

Critical path
  • WS Path Type: in -> out
  • Crit end category: output pin
  • Critical Path AT: 6.86 ns
  • Max Fanout on Critical Path: 6
  • CP Launch Type: input port
  • WP data required: 16.80 ns

Clock network
  • Post-CTS Setup Inserts: 0
  • CTS Hold Bufs: 0
  • Number of gates resized after CTS: 0

Placed design
  • HPWL after DPL: between 6000 and 7000 um
  • Pre-CTS setup slack: slightly below 10 ns
  • Count of input and output buffers: 124
  • Final Wtd Congestion: 0.7996

Job
  • Max Cap Violations: 0
  • Tool Warnings: 32

Run status
  • Outcome: completed
## per-stage QoR
stage / cell area, um^2 / std cells / util, % / hold WS (ns)
2_1_floorplan: 1365 / 205 / - / 8.409
3_3_place_gp: 2711 / 433 / 30.94 / 8.400
3_5_place_dp: 2711 / 433 / 30.94 / 8.400
4_1_cts: 2711 / 433 / 30.94 / 8.400
5_1_grt: 2711 / 433 / 30.94 / 8.400
6_report: 2711 / 433 / 30.94 / 8.400
## cell usage in the layout (no fill, tap or decap), drive strengths merged
| master | n |
|---|---|
| nor2b | 1 |
| nor3 | 11 |
| nor3b | 1 |
| nand2b | 1 |
| nand4 | 22 |
| nor4 | 8 |
| and4 | 5 |
| xor2 | 28 |
| nand2 | 22 |
| ha | 1 |
| inv | 8 |
| and3 | 6 |
| nor2 | 25 |
| xnor2 | 32 |
| nor4b | 1 |
| clkdlybuf4s50 | 124 |
| nand3 | 29 |
## power breakdown
group          switching [mW]  internal (mW)
Clock                       0              0
Combinational          0.0133         0.0252
Sequential                  0              0
Total                  0.0133         0.0252
## layout make-up
class                           count  area share [%]
Timing Repair Buffer              124           45.78
Multi-Input combinational cell    193           48.13
Tap cell                          108           4.984
Inverter                            8           1.108
## logic make-up after synthesis
logic type	after synthesis	share of synthesized area, %
simple gates	132	56.19
xor+xnor	60	38.50
buf+inv	12	4.399
fa+ha+maj	1	0.9164
## per-layer routing
metal	vias to the layer above	GRT usage (%)	part of all wire (%)
met5	-	0	0
met4	0	1.073	1.3
met3	6	4.694	14
met2	93	15.35	44
met1	815	11.23	41
li1	976	-	-
## cell usage after synthesis, drive strengths merged (3+ instances only)
cell type  instances  area, um^2
nor3              11       55.05
and4               5       43.79
xnor2             32       280.3
buf                3       26.27
nand3             29       150.1
and3               6       38.79
nor4               8       95.09
nor2              25       93.84
nand4             22       158.9
nand2             22       82.58
xor2              28       245.2
inv                8       30.03
## critical path, stage by stage
cell	delay [ns]
clkdlybuf4s50_1	0.56
ha_1	0.21
nand3_1	0.25
nor4_4	0.43
nand3_1	0.30
nor2_1	0.25
xor2_1	0.17
clkdlybuf4s50_1	0.49
## worst max-delay path by stage
stage / startpoint / endpoint / slack, ns / depth (start not counted)
4_1_cts: address[6] / new_address[53] / 9.86 / 7
5_1_grt: address[6] / new_address[59] / 9.71 / 7
6_report: address[2] / new_address[46] / 9.94 / 8
No activity file was given, so power comes from the tool's default toggle rates.
